## config.mk

```make
export PLATFORM = sky130hd
export DESIGN_NAME = pwm
export DESIGN_NICKNAME = pwm
export VERILOG_FILES = /design/flow/design.v
export SDC_FILE = /design/flow/constraint.sdc
export NUM_CORES = 4
export LEC_CHECK = 1
export CORE_AREA = 10 10 70 70
export DIE_AREA = 0 0 80 80
```

## constraint.sdc

```tcl
current_design pwm

set clk_period 2.0
set clk_io_pct 0.2

create_clock -name clk0 -period $clk_period [get_ports {CLK}]

set non_clock_inputs [all_inputs -no_clocks]
set_input_delay [expr $clk_period * $clk_io_pct] -clock clk0 $non_clock_inputs
set_output_delay [expr $clk_period * $clk_io_pct] -clock clk0 [all_outputs]
```

## design.v

```verilog
module pwm #(
   parameter PREC = 4
)
(
   input                CLK,
   input                CLR,
   input [PREC-1:0]     wypelnienie,
   output reg           out
);
reg [PREC-1:0] wypeln_reg, licz_tmp;
   always @ (posedge CLK)
      if (CLR)
         wypeln_reg <= 0;
      else if (wypelnienie)
         wypeln_reg <= wypelnienie;
   always @ (posedge CLK)
      if (CLR)
         licz_tmp <= 0;
      else if (&licz_tmp)
				 licz_tmp <= wypeln_reg;
			  else if (out)
			         licz_tmp <= licz_tmp + 1;
					 else
						licz_tmp <= licz_tmp - 1;
   always @ (posedge CLK)
      if (CLR)
         out <= 1'b0;
      else if (&licz_tmp)
         out <= ~out;
endmodule
```

## run.sh

```bash
#!/bin/bash
# OpenROAD 26Q1-2900-gdf79404cd8, Yosys 0.63+post, stock flow scripts
make -C /OpenROAD-flow-scripts/flow DESIGN_CONFIG=/design/flow/config.mk WORK_HOME=/design/flow/orfs finish
```

==> impl_metrics.yaml <==
# physical design summary
final_timing:
  rsz0062_at_grt: "no"
  maxSlewHeadroom: 0.7725
  layout_setup_ws_ns: 0.4539
  report.final.hold_viol_count: 0
  slew_viol_final: 0
  finalCriticalPeriod_ns: 1.546
  tightest_slew_ns: 0.3401
  tns_ns: 0
  holdWs_ns: 0.4579
  clock_skew_ns: 0.003863
  fmax_ghz: 0.6468
  setup_viol: 0
  layout_worst_path_cycle_share: 0.7731
hold_path:
  min_path_type: "flop to flop"
finish:
  layoutNonFillerInstCount: 101
  lay_top_count: "dfxtp_1"
  drive_gt1_frac: 0.07273
  nFillCells: 394
  mostFrequentLayoutCells: "dfxtp_1 (9), a21oi_1 (6), clkdlybuf4s50_1 (6), nand2_1 (5), nor2_1 (5)"
  area_delta_synth_final_pct: 33.94
critical_path:
  slowest_delay_ns: 0.50
  crit_buf_inv: 1
  worstPathMaxFanout: 4
  path_class: "flop to output pin"
  cp.required_ns: 1.60
  crit_path_start_kind: "flop"
  endpoint_kind: "output pin"
  crit_chain: "clkdlybuf4s50_1"
  slowest_stage: "clkdlybuf4s50_1"
  worstPathArrival_ns: 1.15
  path_delay_family: "buffers and inverters"
power_and_ir_drop:
  power_frac_comb: 0.205
  p_leak_nw: 0.2056
  seq_power_share: 0.488
  swShare: 0.2731
  clkPwrFrac: 0.308
  intPower_mw: 0.3299
  total_power_mw: 0.4538
  p_per_area_nw_per_um2: 820.6
  max-vdd-ir-drop_uv: 443.1
  p_sw_mw: 0.1240
cts:
  cts.path.max_buffers: 2
  cts-hold-fix-buffers: 0
  root_buffer: "clkbuf_4"
  cts_tree: "done"
  numClockSinks: 9
  clock_latency_ns: 0.26
  clk_pin_slew_ns: 0.06
  htree_levels: 1
  post-cts-setup-buffer-count: 0
  cts_resized: 0
  cts_made_buffers: 3
route:
  antenna_cells: 0
  num_vias: 356
  first_pass_iters: 4
  antenna_left: 0
  wl_um: 822
  drt_iter0_markers: 8
  drc: 0
  via_per_inst: 3.525
  drt-wirelength-per-cell_um: 8.139
placed_design:
  routabilityCongestion: 0.7444
  post-dp-hpwl_um: 642.6
  io_buffers: 6
  pre_cts_ws_ns: 0.5430
  dp.cells: 97
grt:
  antenna_found_initial: 0
  grt_max_degree: 10
  busiest_layer: "met1"
  grt_pass1_wl_um: 1490
  grt_use_met2: 0.03692
  grt_pass1_vias: 353
  use_met3: 0.01818
  overflow: 0
  use_met1: 0.03818
  grtUsageTotal: 0.02786
synthesis:
  ys_seq_frac: 0.4364
  syn_area_um2: 412.9
  ys.flop_type: "dfxtp_1"
  syn_area_per_cell_um2: 8.976
  yosys-stat-area_um2: 412.9
  edf_count: 0
  synth_cell_types: 18
  top_cell_area_share: 0.4364
  netlist_instances: 46
  async_flop_share: 0
  synth_stat.cells: 46
  synth_area_leader_cell: "dfxtp_1"
  top_cells_by_area: "dfxtp_1 (44%), a21oi_1 (7.3%), ha_1 (6.1%), fa_1 (4.8%), nand2_1 (4.5%)"
  ys_ff: 9
  ys_warn_count: 1
outcome:
  status: "finished, final reports clean"
die:
  die_area_um2: 6400
  coreArea_um2: 3416
  die_h_um: 80
  fp_util: 0.1209
  die_w_um: 80
  ioPinCount: 7
  placementRows: 21
job:
  warning_count: 25
  drv_cap: 0
[power by group through the flow]
stage	Clock [mW]	Combinational (mW)	Sequential, mW
global route	0.163	0.106	0.225
CTS	0.148	0.0938	0.221
finish	0.140	0.0928	0.221
[layout make-up]
cell class,instances,area [µm²],area share
Timing Repair Buffer,6,60.06,0.1086
Multi-Input combinational cell,32,214.0,0.3869
Sequential cell,9,180.2,0.3258
Inverter,4,15.01,0.02715
Clock buffer,4,26.28,0.04751
Tap cell,46,57.56,0.1041
[worst paths after layout]
check / from / to / slack, ns / cells past startpoint
worst min register to register: wypeln_reg[1] / licz_tmp[1] / 0.46 / 2
worst max register to register: out / licz_tmp[3] / 0.53 / 5
worst min-delay path: wypeln_reg[1] / licz_tmp[1] / 0.46 / 2
worst max-delay path: out / out / 0.45 / 1
[cells in the mapped netlist (all sizes together) (2+ instances only)]
| cell | number |
|---|---|
| dfxtp | 9 |
| a21oi | 6 |
| nand2 | 5 |
| nor2 | 5 |
| inv | 4 |
| a31oi | 2 |
| ha | 2 |
| nand3b | 2 |
| nand4 | 2 |
[routing by layer]
| layer | share of wire | up-vias |
|---|---|---|
| met4 | 0 | 0 |
| met5 | 0 | - |
| li1 | - | 180 |
| met1 | 0.53 | 166 |
| met3 | 0.085 | 0 |
| met2 | 0.38 | 10 |
[metrics by stage]
step                        util  area, µm²
after global placement    0.1542      526.8
after floorplan                -      412.9
final                     0.1619      553.0
after CTS                 0.1619      553.0
after detailed placement  0.1542      526.8
after global routing      0.1619      553.0
[kinds of logic (layout without fill, tap and decap cells)]
group,after synthesis,count (layout),share of synthesized area
compound gates,11,11,0.1697
xor+xnor,2,2,0.04243
fa+ha+maj,3,3,0.1091
buf+inv,5,14,0.04544
flops,9,9,0.4364
simple gates,16,16,0.1970
