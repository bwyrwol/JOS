==> flow/design.v <==
module alu #(
  parameter W = 4
)
(
  input [W-1:0]       A,
  input [W-1:0]       B,
  input [1:0]         OP,
  input               Ci,
  output reg [W-1:0]  Y,  
  output reg          Co,
  output              Z
);
always @(A or B or Ci or OP)
begin
  case(OP)
    2'b00:
			begin
      	Y = A & B; Co = 1'b0;
    	end
    2'b01:
			begin
      	Y = A | B; Co = 1'b0;
    	end
    2'b10: {Co,Y} = A + B + Ci;
    2'b11: {Co,Y} = A - B - Ci;		
  endcase	
end
assign Z = ~|Y;	
endmodule
==> flow/run.sh <==
#!/bin/bash
# OpenROAD 26Q1-2900-gdf79404cd8, Yosys 0.63+post, stock flow scripts
make -C /OpenROAD-flow-scripts/flow DESIGN_CONFIG=/design/flow/config.mk WORK_HOME=/design/flow/orfs finish
==> flow/config.mk <==
export PLATFORM = sky130hd
export DESIGN_NAME = alu
export DESIGN_NICKNAME = alu
export VERILOG_FILES = /design/flow/design.v
export SDC_FILE = /design/flow/constraint.sdc
export NUM_CORES = 4
export LEC_CHECK = 1
export CORE_AREA = 10 10 70 70
export DIE_AREA = 0 0 80 80
==> flow/constraint.sdc <==
current_design alu

set clk_period 4.8
set clk_io_pct 0.2

create_clock -name clk0 -period $clk_period

set non_clock_inputs [all_inputs -no_clocks]
set_input_delay [expr $clk_period * $clk_io_pct] -clock clk0 $non_clock_inputs
set_output_delay [expr $clk_period * $clk_io_pct] -clock clk0 [all_outputs]
==> deck_impl_summary.md <==
Key Metrics from the Run

Status
  • Status: complete, no violations

Synthesis
  • Max-area cell share: 30.8%
  • Synth Area per Inst: 8.50 sq um
  • Post-synth seq share: 0%
  • Yosys warns: 1
  • Cell Area, Synth: 569 sq um
  • # Cells Yosys: 67
  • Area leader, netlist: ha_1
  • Chip area line of the yosys report: 569 sq um
  • Biggest area cells: ha_1 31%, fa_1 14%, inv_1 11%
  • Number of cells produced by synthesis: 67
  • Tally of unique sky130hd cells used after synthesis: 25

Finish
  • # clk buffers: 0
  • Flop area: 0 sq um
  • Registers: 0
  • Layout cell share with drive strength beyond 1: 6.02%
  • Post-route insts no fill: 129
  • Fillers: 390
  • Area growth from synthesis to layout: 40.0%

Detailed routing
  • # diodes: 0
  • DRT antenna net count: 0
  • Starting DRT DRC Count: 13
  • Via count: 494
  • Drt first pass iters: 2
  • Vias/cell: 3.83
  • DR WL/cell: 9.83 um
  • DR DRC count: 0
  • Final wirelength: 1270 um

Floorplanning
  • DIE AREA: 0.00640 sq mm
  • Top-Level Pins: 17
  • Die Y: 80 um
  • Floorplan utilization: 16.7%
  • Floorplan core area: 0.00342 sq mm
  • Die width: 80 um
  • FP Rows: 21

Placement
  • DP Worst Slack: 147 ps
  • DP Wirelength: 1170 um
  • Port Buffers: 17
  • Routability cong.: 0.798
  • DP Cell Count: 129

Final timing
  • RSZ-0062 raised after global routing: false
  • Relative slew slack: 72.4%
  • Worst Tran Pin Value: 412 ps
  • Fmax: 218 MHz
  • Final Cycle Share: 95.4%
  • Fin Setup TNS: 0 ps
  • Final WS setup: 220 ps
  • Worst hold margin: 3090 ps
  • Minimum clock period: 4580 ps
  • Final setup fails: 0
  • Endpoints failing hold: 0
  • Max Slew Vio Count: 0

Min path
  • Class of the worst hold path: primary input to output pin

Global routing
  • GR peak layer: met2
  • Met3 Resource Use GR: 1.59%
  • Largest net degree at the start of global routing: 12
  • Vias in the first global route: 535
  • Global-route wire length before repair: 2250 um
  • Initial antenna violation count: 0
  • GRT Overall Usage: 4.09%
  • GRT Residual Overflow: 0
  • GR Util met1: 4.78%
  • Met2 GRT Util: 7.30%

Critical path
  • Crit. End Element: output pin
  • Worst EP required: 3840 ps
  • Critical path type: primary input to output pin
  • Critical Path AT: 3620 ps
  • Worst Setup Start Kind: primary input
  • Crit-path max FO: 3

Power
  • PwrDens: 105 mW/mm^2
  • Static Leak: 0.371 nW
  • Peak supply drop: 0.0000259 V

Job
  • Max_cap viols: 0
  • Total tool warning count: 41

CTS
  • Postcts setup bufs: 0
where the power goes:
part / switching [W] / total (W) / internal (W) / leakage [nW]
clock: 0 / 0 / 0 / 0
combinational: 0.0000357 / 0.0000840 / 0.0000483 / 0.371
sequential: 0 / 0 / 0 / 0
cell usage in the layout, fill, tap and decap left out:
master / netlist / routed
inv_1: 17 / 17
clkdlybuf4s50_1: 0 / 17
ha_1: 14 / 14
xnor2_1: 4 / 4
nor2_1: 4 / 4
fa_1: 4 / 4
a21oi_1: 2 / 2
nand2_1: 2 / 2
o21a_1: 2 / 2
o21ai_0: 2 / 2
inv_2: 1 / 1
mux4_2: 1 / 1
mux4_1: 1 / 1
a21o_1: 1 / 1
o31a_1: 1 / 1
nor4_1: 1 / 1
nor3b_1: 1 / 1
o31ai_2: 0 / 1
a21o_2: 1 / 1
nor2b_1: 1 / 1
a221oi_1: 1 / 1
mux2i_1: 1 / 1
o211ai_1: 1 / 1
o2111ai_1: 1 / 1
a211oi_2: 1 / 1
Yosys cell counts:
cell type / number
mux4_1: 1
a221oi_1: 1
o31ai_1: 1
nor3b_1: 1
xnor2_1: 4
mux4_2: 1
inv_1: 17
o2111ai_1: 1
buf_2: 1
a211oi_2: 1
nor4_1: 1
nor2_1: 4
o211ai_1: 1
nor2b_1: 1
a21o_1: 1
o21a_1: 2
o31a_1: 1
fa_1: 4
o21ai_0: 2
ha_1: 14
a21o_2: 1
nand2_1: 2
mux2i_1: 1
inv_2: 1
a21oi_1: 2
layout make-up:
| cell class | count | area [sq um] | area share (%) |
|---|---|---|---|
| Inverter | 18 | 67.6 | 8.48 |
| Multi-Input combinational cell | 48 | 502 | 63.0 |
| Tap cell | 46 | 57.6 | 7.22 |
| Timing Repair Buffer | 17 | 170 | 21.4 |
stage by stage:
stage           power, W  utilization, %  instance area (sq um)
2_1_floorplan  0.0000477               -                    569
3_3_place_gp   0.0000834            23.2                    792
3_5_place_dp   0.0000849            23.2                    792
4_1_cts        0.0000855            23.2                    792
5_1_grt        0.0000961            23.3                    797
6_report       0.0000840            23.3                    797
worst paths after layout:
path  start  cells past startpoint  end  slack [ps]
max    B[0]                      9    Z         220
min   OP[1]                      4   Co        3090
cells by family after synthesis:
logic type	Yosys count	share of synthesized area, %
mux	3	10.3
buf+inv	19	12.7
xor+xnor	4	6.15
compound gates	14	18.5
simple gates	9	7.47
fa+ha+maj	18	44.8
repair_timing:
item | CTS | global route
hold buffers | 0 | 0
endpoints found under the setup margin | 0 | 1
resized | 0 | 1
routing by layer:
| layer | wire length, um | share of wire (%) | vias to the layer above |
|---|---|---|---|
| met5 | 0 | 0 | - |
| met2 | 676 | 53 | 11 |
| met1 | 475 | 37 | 229 |
| met4 | 0 | 0 | 0 |
| met3 | 115 | 9.1 | 0 |
| li1 | - | - | 254 |
worst max-delay path, stage by stage:
cell and delay, ps:
clkdlybuf4s50_1 530, inv_1 90, fa_1 440, fa_1 500, inv_1 40, mux4_2 470
o2111ai_1 120, a211oi_2 60, clkdlybuf4s50_1 420
No activity file was given, so power comes from the tool's default toggle rates.
