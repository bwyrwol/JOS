==> /design/flow/design.v <==
module preskaler(input clk_in,
                 input clk_clr, 
                 input clk_ce, 
                 output clk_ceo);
parameter l_bit = 20;
reg [l_bit - 1:0] divider;
always @(posedge clk_in)
begin
  if (clk_clr)
    divider <= {l_bit{1'b0}};
  else
    if (clk_ce)
      divider <= divider + 1;
end
assign clk_ceo = (clk_ce & (&divider));
endmodule
==> /design/flow/run.sh <==
#!/bin/bash
# OpenROAD 26Q1-2900-gdf79404cd8, Yosys 0.63+post, stock flow scripts
make -C /OpenROAD-flow-scripts/flow DESIGN_CONFIG=/design/flow/config.mk WORK_HOME=/design/flow/orfs finish
==> /design/flow/config.mk <==
export PLATFORM = sky130hd
export DESIGN_NAME = preskaler
export DESIGN_NICKNAME = preskaler
export VERILOG_FILES = /design/flow/design.v
export SDC_FILE = /design/flow/constraint.sdc
export NUM_CORES = 4
export LEC_CHECK = 1
export CORE_AREA = 10 10 96 96
export DIE_AREA = 0 0 106 106
==> /design/flow/constraint.sdc <==
current_design preskaler

set clk_period 3.4
set clk_io_pct 0.2

create_clock -name clk0 -period $clk_period [get_ports {clk_in}]

set non_clock_inputs [all_inputs -no_clocks]
set_input_delay [expr $clk_period * $clk_io_pct] -clock clk0 $non_clock_inputs
set_output_delay [expr $clk_period * $clk_io_pct] -clock clk0 [all_outputs]
==> results.txt <==
Physical implementation status

Per the synth log, the flip-flop and latch total comes to 20. The final global-route overflow total stands at 0. The length of routed wiring on met1 stands at 848 um. The worst slack after detailed placement stands at 415 ps.

In this run the number of H-tree levels came out at 1. The first-pass iteration count of the detailed router stands at 4. After floorplanning, the core was sized to cover 7210 um^2. Counting distinct cell types in the post-synthesis netlist gives 29. Antenna repair during routing inserted a diode count of 0. The stage delay of the slowest cell on the critical path stands at 490 ps. The number of enable-type register cells in the synthesized netlist stands at 0. Per the breakdown, switching nets consume 20.7% of all power. The async set or reset register ratio after synthesis stands at 0%. The share of the clock period used by the worst path after layout stands at around 87%.

The vertical die dimension reported for this design is 106 um. Per STA, the startpoint of the critical path is clk_ce. In this run, post-CTS hold repair placed 0 buffers. The path depth of the worst reg2reg path stands at 5. The CTS clock-pin slew for the worst setup and hold paths stands at approximately 70 ps. The total vias in the final route stands at 696.

Setup repair after global routing left no endpoint under its margin. The biggest area contributor in the post-synthesis netlist is sky130_fd_sc_hd__dfxtp_1. STA classifies the critical path endpoint as an output pin. The count of buffers added by post-CTS timing repair for setup stands at 0. The post-layout instance area stands at 1150 um^2. The final report gives the core utilization as 16.0%. The part of the total power dissipated in the clock network stands at 36.6%.

The flow ran to the end, and the final reports show no timing, DRC or antenna violations. The cell sequence reported for the critical path is clkdlybuf4s50_1, nand4_2, nor4_4, and4_1, clkdlybuf4s50_1. The number of clock buffers added by TritonCTS is 3. The number of global-route vias before repair stands at 637. In the Yosys report the total cell count is 107. Per the synth stats, the flop cell with the highest instance count is sky130_fd_sc_hd__dfxtp_1.

The maximum clock insertion buffer count stands at 2. For this run, the number of Yosys warnings is 1. The leakage dissipation stands at 0.000399 uW. The count of clock tree sinks stands at 20. Of the cells placed in the final design, the portion with a size suffix greater than 1 is 15.2%. The initial antenna violation count is 0.

The cell area reported after detailed placement stands at 1110 um^2. The number of design-rule violations left by the first detailed-router iteration stands at 35. The worst setup path is launched from an input port. In this run the remaining antenna-violating nets after routing total 0.

The script logs the ratio of routed vias to standard cells as 3.30. The sequential area share after synthesis stands at 42.0%. The overall routing resource usage stands at 2.90%. Among the stages of the critical path, the cell type that occurs most often is sky130_fd_sc_hd__clkdlybuf4s50_1.

After detailed routing, the total wire length is 1570 um. The headroom to the max-slew limit stands at roughly 58%. After synthesis the cells add up to 953 um^2. The maximum clock frequency stands at between 300 and 400 MHz. Per the final report, max-transition violations number 0. The maximum fanout encountered on the critical timing path stands at 2. The sequential cell fraction of total power stands at 58.7%. The average size of a mapped cell stands at between 8 and 9 um^2. The initial utilization of the core area, before any placement, comes to 13.2%. The first global-routing pass estimated 2900 um of wire. In the setup report, the worst path falls into the class in -> out. The sum of negative setup slack stands at 0 ps.

The share of synthesized area in the top cell type comes to approximately two fifths. Per the finish-stage timing summary, setup violations number 0. The number of top-level pins stands at 4. Subtracting the final worst setup slack from the clock period gives 2970 ps. Detailed routing placed a total of 666 um of wire on met2. The flip-flop count of the largest register after layout stands at 20.

Clock tree synthesis selected as its root buffer the cell sky130_fd_sc_hd__clkbuf_8. STA reports a reg2reg setup slack of 1530 ps. TritonCTS built the clock tree. Leaving out fill and tap cells, the most frequent cell in the layout is sky130_fd_sc_hd__nor2_1. The half-perimeter wire length after placement stands at 1120 um. The detailed router reports a met3 wire length of 23 um.

The setup slack of the critical path after layout stands at 434 ps. The total power of the final layout stands at 408 uW. According to the timing report, the data required time at the worst endpoint equals about 2700 ps. Following the worst setup path forward leads to its endpoint at clk_ceo. The chip occupies 11,200 um^2.

The post-cts gate resize count stands at 0. The tool warning count for the run is 25. The insertion delay of the later-clocked pin in the worst-skew pair stands at 250 ps. In this run the critical register-to-register path is captured at divider[17]. The number of cells produced by synthesis stands at 107.

The layout overhead on the synthesized area stands at 21.1%. The final worst clock skew stands at 1.68 ps. STA lists the startpoint of the worst register-to-register path as divider[2]. The arrival time of data at the critical path endpoint stands at approximately 2300 ps. The pin count of the biggest net entering global routing stands at 20.

The number of filler instances in the final layout stands at 814. The transition time at the pin with the least slew margin stands at around 630 ps. The min-delay analysis places its worst path in the category reg -> reg. More flip-flops sit in one register than any other, and that register is divider. The highest ir drop seen on vdd stands at between 0.0001 and 0.00015 V. The largest individual stage delay along the critical path comes from the cell sky130_fd_sc_hd__clkdlybuf4s50_1. The main area contributors are sky130_fd_sc_hd__dfxtp_1 42%, sky130_fd_sc_hd__nor2_1 8.3%, sky130_fd_sc_hd__xnor2_1 5.5%. The site row count stands at 31. The highest layer touched by signal routing is met4. The max capacitance violation total stands at 0. The count of port buffers added during placement stands at 3. The reported net switching power stands at approximately 84 uW. The final weighted congestion recorded by global placement is between 0.7 and 0.8.

The DRC violation total left in the routed layout is recorded as 0. The combinational share of power stands at 4.7%. The report lists the power per cell area as 354 nW/um^2.

The average wire per cell in the routed design stands at about 7.4 um. The final timing report lists a hold violation count of 0. The power report lists cell-internal power as 324 uW.

In the layout the commonest cells are 21 x sky130_fd_sc_hd__nor2_1, 20 x sky130_fd_sc_hd__dfxtp_1, 6 x sky130_fd_sc_hd__xnor2_1. The largest registers in the layout are divider (20). The yosys synthesis chip area stands at 953 um^2. The die is 106 um wide.
[layer usage]
metal | up-vias | track usage (%)
met5 | - | 0
met4 | 0 | 0.677
met3 | 2 | 0.489
met2 | 4 | 4.33
met1 | 311 | 4.27
li1 | 379 | -
[cell usage after synthesis (2+ instances only)]
cell	count
sky130_fd_sc_hd__nor2b_1	4
sky130_fd_sc_hd__nand2b_1	3
sky130_fd_sc_hd__clkbuf_1	2
sky130_fd_sc_hd__xor2_1	5
sky130_fd_sc_hd__inv_1	4
sky130_fd_sc_hd__nand2_1	4
sky130_fd_sc_hd__a21oi_1	4
sky130_fd_sc_hd__nor2_1	21
sky130_fd_sc_hd__nand4_2	2
sky130_fd_sc_hd__nand4_1	5
sky130_fd_sc_hd__or3_1	2
sky130_fd_sc_hd__nand3_1	3
sky130_fd_sc_hd__xnor2_1	6
sky130_fd_sc_hd__nor3_1	3
sky130_fd_sc_hd__nor4_1	2
sky130_fd_sc_hd__a31o_2	3
sky130_fd_sc_hd__mux2_2	3
sky130_fd_sc_hd__dfxtp_1	20
[critical path, delay by kind of cell]
family / cells / cell delay (ps)
AND/OR/NAND/NOR: 3 / 640
buffers and inverters: 2 / 950
[layout make-up]
type                       count  area, um^2  share of cell area, %
inverter                       4        15.0                   1.30
clock buffer                   3        41.3                   3.58
timing repair buffer           7        60.1                   5.20
sequential                    20         400                   34.7
multi-input combinational     78         514                   44.5
tap                           99         124                   10.7
[through the flow]
step | hold slack (ps) | std cells
after floorplan | 499 | 107
after global placement | 519 | 208
after detailed placement | 531 | 208
after CTS | 552 | 211
after global routing | 576 | 211
final | 547 | 211
[power by group through the flow]
stage | clock network, uW | logic, uW | registers [uW]
4_1_cts | 156 | 19.3 | 240
5_1_grt | 168 | 21.9 | 240
6_report | 150 | 19.1 | 240
[worst min-delay path by stage]
stage          start    endpoint  slack, ps  cells after the start
4_1_cts   divider[5]  divider[5]        550                      2
5_1_grt   divider[5]  divider[5]        580                      2
6_report  divider[8]  divider[8]        550                      2
[logic make-up after synthesis]
family                   Yosys count  share of synthesized area (%)
AND-OR/OR-AND                      8                           5.38
flip-flops                        20                           42.0
adder cells (fa/ha/maj)            1                           1.31
multiplexers                       5                           5.77
buffers and inverters              9                           4.07
AND/OR/NAND/NOR                   53                           31.4
XOR/XNOR                          11                           10.1
Power figures rest on the tool's default switching activity, not on a simulated workload.
